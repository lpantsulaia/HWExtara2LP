`/design/flow/design.v`:
```
`timescale 1ns / 1ps
module Extra2LPTop(
     input clk,
    input [31:0] A_in,
    input [31:0] B_in,
    input [31:0] C_in,
    output [35:0] Q
    );
     reg [35:0] result, res1;
     reg [31:0] A, B, C, Cdelay;
	  reg [0:0] count=0;
     always @(posedge clk)
     begin
         A<= A_in; 
         B<= B_in;
         C<= C_in;
			Cdelay<=C;
			case(count) 
			0:begin
				res1 <= {4'b0000,A}+{4'b0000,B};
				count<=1;
				result<=res1;
			end
			1: begin
				res1<=(res1<<2) + Cdelay;
				count<=0;
			end
			endcase
     end
     assign Q = result; 
endmodule
```
`/design/flow/run.sh`:
```
#!/bin/bash
# OpenROAD 26Q1-2900-gdf79404cd8, Yosys 0.63+post, stock flow scripts
make -C /OpenROAD-flow-scripts/flow DESIGN_CONFIG=/design/flow/config.mk WORK_HOME=/design/flow/orfs finish
```
`/design/flow/config.mk`:
```
export PLATFORM = sky130hd
export DESIGN_NAME = Extra2LPTop
export DESIGN_NICKNAME = Extra2LPTop
export VERILOG_FILES = /design/flow/design.v
export SDC_FILE = /design/flow/constraint.sdc
export NUM_CORES = 4
export LEC_CHECK = 1
export CORE_UTILIZATION = 40
```
`/design/flow/constraint.sdc`:
```
current_design Extra2LPTop

set clk_period 7.9
set clk_io_pct 0.2

create_clock -name clk0 -period $clk_period [get_ports {clk}]

set non_clock_inputs [all_inputs -no_clocks]
set_input_delay [expr $clk_period * $clk_io_pct] -clock clk0 $non_clock_inputs
set_output_delay [expr $clk_period * $clk_io_pct] -clock clk0 [all_outputs]
```
==> impl_metrics.ini <==
; implementation run metrics
[power]
p_leak_uw = 0.00419
powerDensity_nw_per_um2 = 280
vdd_drop_max_uv = 152

[status]
status = completed

[die]
num_rows = 51
pin_count = 133
fp_util_pct = 41.0
core_area_sq_um = 19600
die_h_um = 144
chipArea_sq_um = 20700
dieWidth_um = 144

[drt]
drtAntennaViolNets = 0
dr_total_vias = 5638
drt-wirelength-per-cell_um = 14.6
drcViolationCount = 0
diodes = 0
via_per_inst = 4.96
firstDrtPassIters = 4
drt-total-wl_um = 16600
drtIter0Drc = 314

[final_timing]
finalSetupViolCount = 0
fmax_ghz = 0.338
maxSlewHeadroom_pct = 49.4
worst_slew_pin_slew_ps = 759
final.period_utilization_pct = 37.5
timing.final.ws_setup_ps = 4940
finalHoldViolCount = 0
final.setup_skew_ps = 20.8
rsz0062_at_grt = no
setup-tns-final_ps = 0
period_needed_ps = 2960
final_max_slew_viol_count = 0

[place]
gp_congestion = 0.914
dpl.hpwl_um = 12400
portBuffers = 132
place_inst = 1098
place_ws_ps = 5060

[synth]
async_flop_share_pct = 0
synth.cell_area_sq_um = 8040
top_area_cell = dfxtp_1
ys_dominant_reg_cell = dfxtp_1
top_cell = dfxtp_1
netlist_top_cells_count = dfxtp_1 (165), a21oi_1 (64), ha_1 (62)
ys_seq_share_pct = 54.5
ys_types = 66
edf_count = 36
yosysWarnings = 1
syn-instance-count = 715
area_leaders = dfxtp_1 (41%), edfxtp_1 (13%), ha_1 (9.6%)
syn_avg_cell_area_sq_um = 11.2
yosysTopAreaCellShare_pct = 41.1
ys_chip_area_sq_um = 8040
ys_cells = 715
ys_seq_elements = 201

[setup_path]
crit_path_start_kind = flop
cp.required_ps = 6320
cp.arrival_ps = 1380
worst-setup-path-type = flop to output port
cpMaxStageDelayCell = clkdlybuf4s50_1
critical-path-max-stage-delay_ps = 510
cpLargestDelayFamily = buffers and inverters
path_max_fanout = 1
cp_num_buf_inv = 1
end_kind = output port
path_cells = clkdlybuf4s50_1

[clocking]
cts_tree = yes
cts_resized = 0
cts_setup_buffers = 0
clock-root-buffer = clkbuf_16
clkTransAtPathRegs_ps = 60
worstSkewPairLatency_ps = 500
clock_sinks = 201
cts_buffers = 21
clock_path_buffers = 3
postCtsHoldBufs = 0
h-tree-depth = 1

[global_routing]
grt_start_max_net_pins = 64
first_global_vias = 5490
antenna_found_initial = 0
grt_pass1_wl_um = 27200
grt_use_total_pct = 17.3
grt.overflow.total = 0

[final_layout]
fin_util_pct = 52.8
drive_above_1_share_pct = 7.12
regArea_sq_um = 4380
area_growth_pct = 28.7
fin_cells = 1136
comb_area_sq_um = 3540
fill_cells = 1669

[run]
warning_count = 25
cap_viol_max_count = 0

[min_path]
holdCritPathClass = flop to flop
## placed cells by master, fill, tap and decap left out, types with 4 or more instances in the layout
cell type | synthesis | layout
o21ai_1 | 7 | 7
xor2_1 | 24 | 24
a211oi_2 | 5 | 5
nand3_1 | 13 | 13
inv_1 | 10 | 10
clkbuf_16 | 0 | 22
xnor2_1 | 22 | 22
o2111ai_1 | 4 | 4
a211oi_1 | 7 | 7
clkdlybuf4s50_1 | 0 | 132
a31oi_1 | 6 | 6
clkbuf_1 | 13 | 6
nand2b_1 | 10 | 10
ha_1 | 62 | 62
or3_1 | 8 | 8
a21oi_1 | 64 | 64
nor3_1 | 9 | 9
o31ai_1 | 7 | 7
edfxtp_1 | 36 | 36
mux2i_1 | 5 | 5
and2_1 | 5 | 5
dfxtp_1 | 165 | 165
and3_1 | 12 | 12
nor2b_1 | 9 | 9
or2_2 | 4 | 4
nand2_1 | 37 | 37
o21bai_1 | 6 | 6
a21o_1 | 22 | 22
nand4_1 | 8 | 8
o21a_1 | 8 | 8
nor2_1 | 32 | 32
o21ai_0 | 39 | 39
## per-layer routing
layer | vias up | GRT usage, % | share of wire [%]
met5 | - | 0 | 0
met4 | 0 | 3.25 | 2.2
met3 | 24 | 2.14 | 4.7
met2 | 162 | 25.0 | 41
met1 | 2549 | 29.0 | 52
li1 | 2903 | - | -
## worst paths after layout
check,slack (ps),from,to,cells after the start
max reg2reg,5060,A[0]$_DFF_P_,res1[22]$_DFF_P_,10
min reg2reg,320,C[5]$_DFF_P_,Cdelay[5]$_DFF_P_,0
min,320,C[5]$_DFF_P_,Cdelay[5]$_DFF_P_,0
max,4940,result[17]$_DFFE_PN_,Q[17],1
## power by group
group,internal [uW],switching [uW]
clock,610,390
sequential,1150,50.8
combinational,315,379
total,2070,820
## layout make-up
type	count	area share [%]
well taps	265	3.20
clock inverters	7	0.980
multi-input cells	487	34.2
inverters	11	0.399
clock buffers	31	5.94
repair buffers	134	12.9
flip-flops and latches	201	42.4
## logic make-up (layout without fill, tap and decap cells)
group	count (synthesis)	after routing	share of synthesized area, %
multiplexers	9	9	1.18
AND/OR/NAND/NOR	156	156	9.79
AND-OR/OR-AND	212	212	17.9
XOR/XNOR	46	46	5.01
adder cells (fa/ha/maj)	64	64	10.1
flip-flops	201	201	54.5
buffers and inverters	27	183	1.46
## flip-flops by register name, indices dropped and copies added (netlist names)
name	count
res1	36
result	36
A	32
B	32
C	32
Cdelay	32
count	1
## stage by stage
step	area (sq um)	total power, uW	hold slack, ps
2_1_floorplan	8040	1720	310
3_3_place_gp	9630	1910	312
3_5_place_dp	9630	1910	312
4_1_cts	10300	2920	325
5_1_grt	10300	3060	334
6_report	10300	2890	324
Power is estimated from default activity; no workload was simulated.
